$ cat ./run.sh
#!/bin/bash
# OpenROAD 26Q1-2900-gdf79404cd8, Yosys 0.63+post, stock flow scripts
make -C /OpenROAD-flow-scripts/flow DESIGN_CONFIG=/design/flow/config.mk WORK_HOME=/design/flow/orfs finish
$ cat ./config.mk
export PLATFORM = sky130hd
export DESIGN_NAME = Digital_Clock
export DESIGN_NICKNAME = Digital_Clock
export VERILOG_FILES = /design/flow/design.v
export SDC_FILE = /design/flow/constraint.sdc
export NUM_CORES = 4
export LEC_CHECK = 1
export CORE_UTILIZATION = 50
$ cat ./constraint.sdc
current_design Digital_Clock

set clk_period 6.7
set clk_io_pct 0.2

create_clock -name clk0 -period $clk_period [get_ports {clk}]

set non_clock_inputs [all_inputs -no_clocks]
set_input_delay [expr $clk_period * $clk_io_pct] -clock clk0 $non_clock_inputs
set_output_delay [expr $clk_period * $clk_io_pct] -clock clk0 [all_outputs]
$ cat ./design.v
`timescale 1ns / 1ps
module Digital_Clock(
    input clk,  
    input reset,
    input IO_BTN_C,IO_BTN_U, IO_BTN_L, IO_BTN_R, IO_BTN_D,  
    input [0:0] IO_SWITCH, 
    output [6:0] IO_SSEG, output [3:0] IO_SSEG_SEL,  
    output [0:0] IO_LED,  
    output change_time,
    output alarm,
    output reg speaker,
    output led_reset
    );
    assign led_reset = 1;
    reg [31:0] counter = 0;
    parameter max_counter = 100000000;  
    reg [5:0] Hours, Minutes, Seconds = 0; 
    reg [3:0] Digit_0,Digit_1, Digit_2, Digit_3 = 0;
    reg [5:0] Hours_alarm=0, Minutes_alarm = 5'd1; 
    reg [0:0] current_bit = 0;       
    reg AMPM = 0;  
    reg AM_PM = 0;   
    reg mode_ct = 0;
    reg mode_al = 0;
    assign IO_LED[0] = AM_PM;
    assign change_time = mode_ct;
    assign alarm = mode_al;
    sevseg display(.clk(clk),        
        .binary_input_0(Digit_0),
        .binary_input_1(Digit_1),
        .binary_input_2(Digit_2),
        .binary_input_3(Digit_3),
        .IO_SSEG_SEL(IO_SSEG_SEL),
        .IO_SSEG(IO_SSEG));
    parameter Hours_And_Minutes = 2'b00;  
    parameter Set_Clock = 2'b01;          
    parameter Set_alarm = 2'b10;          
    reg [1:0] Current_Mode = Set_Clock;  
    always @(posedge clk) begin
        if(reset)
            begin
                Hours <= 0;
                Minutes <= 0;
            end
        case(Current_Mode)
            Hours_And_Minutes: begin  
                mode_ct <= 0;
                mode_al <= 0;
                if({Hours, Minutes} == {Hours_alarm,Minutes_alarm})
                    speaker <= 1;
                else
                    speaker <= 0;
                if (IO_BTN_C) begin
                    Current_Mode <= Set_Clock;  
                    counter <= 0;
                    current_bit <= 0;
                    Seconds <= 0; 
                end
                if (counter < max_counter) begin  
                    counter <= counter + 1;
                end else begin
                    counter <= 0;
                    Seconds <= Seconds + 1;
                end                                
            end  
            Set_Clock: begin
                mode_ct <= 1;
                mode_al <= 0; 
                if (IO_BTN_C) begin  
                    Current_Mode <= Set_alarm;
                end
                if (counter < (25000000)) begin  
                    counter <= counter + 1;
                end else begin
                    counter <= 0;
                    case (current_bit)
                        1'b0: begin  
                            if (IO_BTN_U) begin  
                                Minutes <= Minutes + 1;
                            end
                            if (IO_BTN_D) begin  
                                if (Minutes > 0) begin
                                    Minutes <= Minutes - 1;
                                end else if (Hours > 1) begin
                                    Hours <= Hours - 1;
                                    Minutes <= 59;
                                end else if (Hours == 1) begin
                                    Hours <= 12;
                                    Minutes <= 59;
                                end
                            end
                            if (IO_BTN_L || IO_BTN_R) begin  
                                current_bit <= 1;
                            end
                        end  
                        1'b1: begin  
                            if (IO_BTN_U) begin  
                                Hours <= Hours + 1;
                            end
                            if (IO_BTN_D) begin  
                                if (Hours > 1) begin
                                    Hours <= Hours - 1;
                                end else if (Hours == 1) begin
                                    Hours <= 12;
                                end
                            end
                            if (IO_BTN_R || IO_BTN_L) begin  
                                current_bit <= 0;
                            end
                        end  
                endcase    
                end                    
            end  
            Set_alarm: begin
                mode_ct <= 0;
                mode_al <= 1; 
                if (IO_BTN_C) begin  
                    Current_Mode <= Hours_And_Minutes;
                end
                if (counter < (25000000)) begin  
                    counter <= counter + 1;
                end else begin
                    counter <= 0;
                    case (current_bit)
                        1'b0: begin  
                            if (IO_BTN_U) begin  
                                Minutes_alarm <= Minutes_alarm + 1;
                            end
                            if (IO_BTN_D) begin  
                                if (Minutes_alarm > 0) begin
                                    Minutes_alarm <= Minutes_alarm - 1;
                                end else if (Hours_alarm > 1) begin
                                    Hours_alarm <= Hours_alarm - 1;
                                    Minutes_alarm <= 59;
                                end else if (Hours_alarm == 1) begin
                                    Hours_alarm <= 12;
                                    Minutes_alarm <= 59;
                                end
                            end
                            if (IO_BTN_L || IO_BTN_R) begin  
                                current_bit <= 1;
                            end
                        end  
                        1'b1: begin  
                            if (IO_BTN_U) begin  
                                Hours_alarm <= Hours_alarm + 1;
                            end
                            if (IO_BTN_D) begin  
                                if (Hours_alarm > 1) begin
                                    Hours_alarm <= Hours_alarm - 1;
                                end else if (Hours_alarm == 1) begin
                                    Hours_alarm <= 12;
                                end
                            end
                            if (IO_BTN_R || IO_BTN_L) begin  
                                current_bit <= 0;
                            end
                        end  
                endcase    
                end                    
            end  
        endcase  
        if (Seconds >= 60) begin  
                Seconds <= 0;
                Minutes <= Minutes + 1;
        end
        if (Minutes >= 60) begin  
                Minutes <= 0;
                Hours <= Hours + 1;
        end
        if (Hours >= 24) begin  
            Hours <= 0;
        end
        if (Minutes_alarm >= 60) begin  
                Minutes_alarm <= 0;
                Hours_alarm <= Hours_alarm + 1;
        end
        if (Hours_alarm >= 24) begin  
            Hours_alarm <= 0;
        end
        AMPM <= IO_SWITCH[0];
    if(Current_Mode == Set_alarm)
        begin
        if (AMPM) begin  
            Digit_0 <= Minutes_alarm % 10;   
            Digit_1 <= Minutes_alarm / 10;   
            Digit_2 <= Hours_alarm % 10;     
            Digit_3 <= Hours_alarm / 10;     
            AM_PM <= 0;
        end 
        else begin               
            Digit_0 <= Minutes_alarm % 10;   
            Digit_1 <= Minutes_alarm / 10;   
            if (Hours_alarm < 12) begin
                if (Hours_alarm == 0) begin  
                    Digit_2 <= 2;
                    Digit_3 <= 1;
                end else begin
                    Digit_2 <= Hours_alarm % 10;     
                    Digit_3 <= Hours_alarm / 10;     
                end
                AM_PM <= 0;
            end else begin  
                if (Hours_alarm == 12) begin  
                    Digit_2 <= 2;
                    Digit_3 <= 1;
                end else begin
                    Digit_2 <= (Hours_alarm - 12) % 10;     
                    Digit_3 <= (Hours_alarm - 12) / 10;     
                end
                AM_PM <= 1;                        
            end  
        end  
        end  
        else
        begin
        if (AMPM) begin  
            Digit_0 <= Minutes % 10;   
            Digit_1 <= Minutes / 10;   
            Digit_2 <= Hours % 10;     
            Digit_3 <= Hours / 10;     
            AM_PM <= 0;
        end 
        else begin               
            Digit_0 <= Minutes % 10;   
            Digit_1 <= Minutes / 10;   
            if (Hours < 12) begin
                if (Hours == 0) begin  
                    Digit_2 <= 2;
                    Digit_3 <= 1;
                end else begin
                    Digit_2 <= Hours % 10;     
                    Digit_3 <= Hours / 10;     
                end
                AM_PM <= 0;
            end else begin  
                if (Hours == 12) begin  
                    Digit_2 <= 2;
                    Digit_3 <= 1;
                end else begin
                    Digit_2 <= (Hours - 12) % 10;     
                    Digit_3 <= (Hours - 12) / 10;     
                end
                AM_PM <= 1;                        
            end  
        end  
        end  
    end  
endmodule
`timescale 1ns / 1ps
module sevseg (
    input clk,
    input [3:0] binary_input_0, 
    input [3:0] binary_input_1,
    input [3:0] binary_input_2,
    input [3:0] binary_input_3,
    output reg [3:0] IO_SSEG_SEL,  
    output reg [6:0] IO_SSEG  
    );
    reg [1:0] current_LED = 0;
    reg [7:0] LED_out [3:0];
    reg [18:0] counter = 0; 
    parameter max_counter = 500000;  
    wire [3:0] four_bit_data [3:0]; 
    assign  four_bit_data[0] = binary_input_0;
    assign  four_bit_data[1] = binary_input_1;
    assign  four_bit_data[2] = binary_input_2;
    assign  four_bit_data[3] = binary_input_3;
    always @(posedge clk) begin
        if (counter < max_counter) begin
            counter <= counter+1;
        end else begin
            current_LED <= current_LED + 1;
            counter <= 0;
        end
		case(four_bit_data[current_LED])  
			 4'b0000 : LED_out[current_LED] <= 7'b1000000;  
			 4'b0001 : LED_out[current_LED] <= 7'b1111001;  
			 4'b0010 : LED_out[current_LED] <= 7'b0100100;  
			 4'b0011 : LED_out[current_LED] <= 7'b0110000;  
			 4'b0100 : LED_out[current_LED] <= 7'b0011001;  
			 4'b0101 : LED_out[current_LED] <= 7'b0010010;  
			 4'b0110 : LED_out[current_LED] <= 7'b0000010;  
			 4'b0111 : LED_out[current_LED] <= 7'b1111000;  
			 4'b1000 : LED_out[current_LED] <= 7'b0000000;  
			 4'b1001 : LED_out[current_LED] <= 7'b0011000;  
			 4'b1010 : LED_out[current_LED] <= 7'b0001000;  
			 4'b1011 : LED_out[current_LED] <= 7'b0000011;  
			 4'b1100 : LED_out[current_LED] <= 7'b1000110;  
			 4'b1101 : LED_out[current_LED] <= 7'b0100001;  
			 4'b1110 : LED_out[current_LED] <= 7'b0000110;  
			 default : LED_out[current_LED] <= 7'b0001110;  
		 endcase
        case(current_LED)
            0: begin
                IO_SSEG_SEL <= 4'b1110;
                IO_SSEG <= LED_out[0];
            end
            1: begin
                IO_SSEG_SEL <= 4'b1101;
                IO_SSEG <= LED_out[1];            
            end
            2: begin
                IO_SSEG_SEL <= 4'b1011;
                IO_SSEG <= LED_out[2];
            end
            3: begin
                IO_SSEG_SEL <= 4'b0111;
                IO_SSEG <= LED_out[3];
            end                
        endcase        
    end    
endmodule
==> report_table.html <==
<!-- implementation run metrics -->
<table>
<tr><th>Metric</th><th>Value</th></tr>
<tr><th colspan="2">Status</th></tr>
<tr><td>Result of the run</td><td>finished clean</td></tr>
<tr><th colspan="2">Drt</th></tr>
<tr><td>Wire length reported by the detailed router</td><td>19.52 mm</td></tr>
<tr><td>Vias/cell</td><td>about 5.7</td></tr>
<tr><td>Overall via count from detail_route</td><td>7,236</td></tr>
<tr><td>1st-iter DRT viols</td><td>416</td></tr>
<tr><td>Antenna-violating nets left</td><td>0</td></tr>
<tr><td>Pre-antenna DRT Iters</td><td>5</td></tr>
<tr><td>DRC errors left</td><td>0</td></tr>
<tr><td>Diodes inserted</td><td>0</td></tr>
<tr><td>Detailed-route wire length per cell</td><td>15.43 um</td></tr>
<tr><th colspan="2">Finish</th></tr>
<tr><td>Layout cells sized above 1</td><td>6.923%</td></tr>
<tr><td>Combinational gate area</td><td>0.005029 mm^2</td></tr>
<tr><td>Post-layout instance area</td><td>0.009920 mm^2</td></tr>
<tr><td>Number of fillers in the final layout</td><td>~1,500</td></tr>
<tr><td>Layout Utilization</td><td>56.76%</td></tr>
<tr><td>Footprint of the flip-flops and latches</td><td>0.003583 mm^2</td></tr>
<tr><td>Area overhead of the layout relative to synthesis</td><td>9.594%</td></tr>
<tr><td>Final cell count without fillers</td><td>between 1,000 and 1,500</td></tr>
<tr><th colspan="2">Flow run</th></tr>
<tr><td>Total number of warnings across the stage logs</td><td>44</td></tr>
<tr><td>Maxcap violations</td><td>0</td></tr>
<tr><th colspan="2">Worst setup path</th></tr>
<tr><td>Data arrival time of the worst path</td><td>4.44 ns</td></tr>
<tr><td>Class of the most critical setup path</td><td>register to register</td></tr>
<tr><td>Launching instance or port of the critical path</td><td>Current_Mode[0]$_DFFE_PP_</td></tr>
<tr><td>Last element of the critical path</td><td>Digit_2[1]$_DFF_P_</td></tr>
<tr><td>Worst R2R End</td><td>Digit_2[1]$_DFF_P_</td></tr>
<tr><td>Startpoint kind of the worst setup timing path</td><td>register</td></tr>
<tr><td>Peak fanout along the critical path</td><td>13</td></tr>
<tr><td>Data required time at the worst endpoint</td><td>just over 7 ns</td></tr>
<tr><td>Slack of the worst reg-to-reg path</td><td>around 2.6 ns</td></tr>
<tr><td>Reg2Reg Depth</td><td>16</td></tr>
<tr><td>Startpoint of the worst-slack reg-to-reg timing path</td><td>Current_Mode[0]$_DFFE_PP_</td></tr>
<tr><td>Endpoint class of the critical path</td><td>register</td></tr>
<tr><th colspan="2">Timing</th></tr>
<tr><td>Relative slew slack</td><td>a little under half</td></tr>
<tr><td>Fin. max-slew vios</td><td>0</td></tr>
<tr><td>Finish-stage setup viols</td><td>0</td></tr>
<tr><td>Setup slack of the critical path after layout</td><td>2.610 ns</td></tr>
<tr><td>Post-Route Skew</td><td>0.01109 ns</td></tr>
<tr><td>Summed negative setup slack over all endpoints</td><td>0 ns</td></tr>
<tr><td>Post-route fraction of the period consumed by the critical path</td><td>a little over 60%</td></tr>
<tr><td>RSZ-0062 raised after global routing</td><td>no</td></tr>
<tr><td>Actual slew at the worst max-slew pin</td><td>slightly above 0.8 ns</td></tr>
<tr><td>Post-layout min period</td><td>around 4 ns</td></tr>
<tr><td>Worst hold margin</td><td>roughly 0.46 ns</td></tr>
<tr><td>Final count of hold timing violations</td><td>0</td></tr>
<tr><td>Max Clock Freq</td><td>244.5 MHz</td></tr>
<tr><th colspan="2">Clocking</th></tr>
<tr><td>Clock latency at the later pin of the worst-skew pair</td><td>0.42 ns</td></tr>
<tr><td>Cell at the root of the clock tree</td><td>clkbuf_16</td></tr>
<tr><td>Post-CTS setup-driven buffer insertion count</td><td>0</td></tr>
<tr><td>Clock net sink count</td><td>145</td></tr>
<tr><td>Clock tree from TritonCTS</td><td>yes</td></tr>
<tr><td>Clk buf depth</td><td>2</td></tr>
<tr><td>Resized Gates After CTS</td><td>0</td></tr>
<tr><td>Clock edge transition at the registers on the reported setup and hold paths</td><td>0.06 ns</td></tr>
<tr><td>Post-CTS Hold Buffers</td><td>0</td></tr>
<tr><td>TritonCTS buffer count</td><td>17</td></tr>
<tr><td>Deepest level of the CTS H-tree</td><td>4</td></tr>
<tr><th colspan="2">Synthesis</th></tr>
<tr><td>Post-synth seq share</td><td>39.59%</td></tr>
<tr><td>Most popular library cell in the synthesized design by count</td><td>nor2_1</td></tr>
<tr><td>Post-synthesis cell count from yosys</td><td>between 1,000 and 1,500</td></tr>
<tr><td>Fraction of registers with async set or reset after synthesis</td><td>0%</td></tr>
<tr><td>Post-synth top area cell</td><td>edfxtp_1</td></tr>
<tr><td>Top-area cell type share of the netlist area</td><td>22.56%</td></tr>
<tr><td>Number of warnings printed during yosys synthesis</td><td>2</td></tr>
<tr><td>Mapped Area</td><td>a little over 0.009 mm^2</td></tr>
<tr><td>Gate count after technology mapping</td><td>1,033</td></tr>
<tr><td>Yosys Chip Area</td><td>0.009051 mm^2</td></tr>
<tr><td>Main area contributors</td><td>edfxtp_1 (23%), dfxtp_1 (17%), ha_1 (5.3%)</td></tr>
<tr><td>Dominant register cell in the synthesized netlist</td><td>dfxtp_1</td></tr>
<tr><td>Synth Area per Inst</td><td>roughly 9 um^2</td></tr>
<tr><td>Cell Type Count</td><td>86</td></tr>
<tr><td>Flip-flop and latch count after synthesis</td><td>roughly 150</td></tr>
<tr><td>Leading cell types by count after synthesis</td><td>nor2_1 (126), nand2_1 (82), dfxtp_1 (77)</td></tr>
<tr><td>Number of flops mapped to enable cells by yosys</td><td>68</td></tr>
<tr><th colspan="2">Global route</th></tr>
<tr><td>Overall global routing resource usage</td><td>a little under a quarter</td></tr>
<tr><td>Maximum number of pins on one net before global-route repair</td><td>36</td></tr>
<tr><td>Residual overflow from global routing</td><td>0</td></tr>
<tr><td>Global-route wire length before repair</td><td>roughly 33 mm</td></tr>
<tr><td>Antenna violations before repair</td><td>0</td></tr>
<tr><td>Number of global-route vias before repair</td><td>6,717</td></tr>
<tr><th colspan="2">Min path</th></tr>
<tr><td>Worst min-delay path class</td><td>register to register</td></tr>
<tr><th colspan="2">Floorplan</th></tr>
<tr><td>Number of I/O pins</td><td>24</td></tr>
<tr><td>Chip footprint</td><td>approximately 0.019 mm^2</td></tr>
<tr><td>Initial Utilization</td><td>51.79%</td></tr>
<tr><td>Die Height</td><td>roughly 140 um</td></tr>
<tr><td>Die span in x</td><td>about 140 um</td></tr>
<tr><td>Total core area</td><td>about 0.017 mm^2</td></tr>
<tr><td>Placement Rows</td><td>48</td></tr>
<tr><th colspan="2">Power and ir drop</th></tr>
<tr><td>Static leakage</td><td>3.700 nW</td></tr>
<tr><td>Power consumption</td><td>around 4.4 mW</td></tr>
<tr><td>Max rail drop VDD</td><td>0.2789 mV</td></tr>
<tr><td>Power density of the placed cells</td><td>444.6 mW/mm^2</td></tr>
<tr><th colspan="2">Placed design</th></tr>
<tr><td>Gpl congestion</td><td>a little over 0.9</td></tr>
<tr><td>Post-placement worst setup slack</td><td>2.618 ns</td></tr>
<tr><td>Detailed-placement wirelength estimate</td><td>13.13 mm</td></tr>
<tr><td>Instance area after placement</td><td>0.009358 mm^2</td></tr>
<tr><td>Dpl cells</td><td>1,233</td></tr>
<tr><td>Count of port buffers added during placement</td><td>22</td></tr>
</table>
-- cells in the final DEF, fill, tap and decap left out, drive strengths merged, types with 5 or more instances in the layout --
cell / n
conb: 7
nor3b: 6
mux2i: 16
edfxtp: 68
clkdlybuf4s50: 22
inv: 45
nand3: 55
ha: 38
a222oi: 8
o221ai: 5
xnor2: 44
nor2b: 6
a211oi: 10
and3: 13
mux2: 8
and4: 6
or2: 6
clkbuf: 23
a22oi: 10
o211ai: 5
nor4: 5
o22ai: 12
a31oi: 13
o21ai: 56
dfxtp: 77
o31ai: 5
or3: 12
nand2: 82
xor2: 34
a21oi: 74
nor2: 128
buf: 10
nand4: 18
nand2b: 10
nor3: 27
-- critical path, cell delays in order, from the launching register on --
cell	delay, ns
edfxtp_1	0.41
inv_1	0.11
ha_2	0.39
mux2i_1	0.37
inv_1	0.08
ha_1	0.21
nand2b_1	0.19
ha_1	0.33
inv_1	0.06
a21oi_1	0.22
nor3_2	0.09
nor4_4	0.49
mux2_4	0.37
or3_1	0.34
a21o_1	0.17
nand3_1	0.07
o2bb2ai_1	0.11
-- layer usage --
| layer | track usage, % | routed length, um | up-vias |
|---|---|---|---|
| li1 | - | - | 3725 |
| met1 | 37.31 | 10020 | 3340 |
| met2 | 34.46 | 8412 | 142 |
| met3 | 3.326 | 710 | 29 |
| met4 | 4.630 | 379 | 0 |
| met5 | 0 | 0 | - |
-- kinds of logic after synthesis --
family                   after synthesis  share of synthesized area [%]
XOR/XNOR                              78                          7.631
multiplexers                          24                          3.165
AND-OR/OR-AND                        243                          17.58
flip-flops                           145                          39.59
other                                  2                        0.08297
adder cells (fa/ha/maj)               40                          5.474
buffers and inverters                107                          5.128
AND/OR/NAND/NOR                      394                          21.34
-- worst min path at each step --
stage / cells after the start / startpoint / to
finish: 1 / display.counter[0]$_SDFF_PP0_ / display.counter[0]$_SDFF_PP0_
CTS: 1 / display.counter[0]$_SDFF_PP0_ / display.counter[0]$_SDFF_PP0_
global route: 1 / display.counter[0]$_SDFF_PP0_ / display.counter[0]$_SDFF_PP0_
-- state kept, by name (all words and copies together), names as in the netlist, 6 cells and up --
name	count
counter	32
display.LED_out	28
display.counter	19
display.IO_SSEG	7
Hours	6
Hours_alarm	6
Minutes	6
Minutes_alarm	6
Seconds	6
-- cell type report --
| type | instances | area share [%] |
|---|---|---|
| Multi-Input combinational cell | 786 | 50.69 |
| Timing Repair Buffer | 32 | 2.977 |
| Sequential cell | 145 | 36.13 |
| Inverter | 45 | 1.703 |
| Clock inverter | 9 | 0.8325 |
| Tap cell | 225 | 2.838 |
| Clock buffer | 23 | 4.831 |
-- report_power, final --
| group | switching [mW] | internal, mW |
|---|---|---|
| registers | 0.305 | 1.21 |
| logic | 1.16 | 0.839 |
| clock network | 0.358 | 0.540 |
| total | 1.83 | 2.58 |
Power is estimated from default activity; no workload was simulated.
